`design.v`:
```
module avalon_sram_controller #(
    parameter AVN_AW = 18,     
    parameter AVN_DW = 16      
) (
    input                   clk,
    input                   reset,
    input                   avn_read,
    input                   avn_write,
    input  [AVN_AW-1:0]     avn_address,     
    input  [AVN_DW-1:0]     avn_writedata,
    input  [AVN_DW/8-1:0]   avn_byteenable,
    output [AVN_DW-1:0]     avn_readdata,
    output                  avn_readdatavalid,
    output                  sram_ce_n,
    output                  sram_oe_n,
    output                  sram_we_n,
    output [AVN_DW/8-1:0]   sram_be_n,
    output [AVN_AW-1:0]     sram_addr,
    inout  [AVN_DW-1:0]     sram_dq
);
    logic [AVN_DW-1:0]    sram_dq_write;
    logic                 sram_dq_en;
    reg                   avn_read_s0;
    reg                   avn_write_s0;
    reg  [AVN_AW-1:0]     avn_address_s0;
    reg  [AVN_DW-1:0]     avn_writedata_s0;
    reg  [AVN_DW/8-1:0]   avn_byteenable_s0;
    assign sram_dq = sram_dq_en ? sram_dq_write : 'z;
    always @(posedge clk) begin
        if (reset) begin
            avn_read_s0 <= 0;
            avn_write_s0 <= 0;
        end
        else begin
            avn_read_s0 <= avn_read;
            avn_write_s0 <= avn_write;
        end
    end
    always @(posedge clk) begin
        avn_address_s0 <= avn_address;
        avn_writedata_s0 <= avn_writedata;
        avn_byteenable_s0 <= avn_byteenable;
    end
    assign sram_addr = avn_address_s0;
    assign sram_ce_n = ~(avn_read_s0 | avn_write_s0);
    assign sram_oe_n = ~avn_read_s0;
    assign sram_we_n = ~avn_write_s0;
    assign sram_be_n = ~avn_byteenable_s0;
    assign sram_dq_write = avn_writedata_s0;
    assign sram_dq_en = avn_write_s0;
    assign avn_readdata = sram_dq;
    assign avn_readdatavalid = avn_read_s0;
endmodule
```
`run.sh`:
```
#!/bin/bash
# OpenROAD 26Q1-2900-gdf79404cd8, Yosys 0.63+post, stock flow scripts
make -C /OpenROAD-flow-scripts/flow DESIGN_CONFIG=/design/flow/config.mk WORK_HOME=/design/flow/orfs finish
```
`config.mk`:
```
export PLATFORM = sky130hd
export DESIGN_NAME = avalon_sram_controller
export DESIGN_NICKNAME = avalon_sram_controller
export VERILOG_FILES = /design/flow/design.v
export SDC_FILE = /design/flow/constraint.sdc
export NUM_CORES = 4
export LEC_CHECK = 1
export CORE_AREA = 10 10 79 79
export DIE_AREA = 0 0 89 89
```
`constraint.sdc`:
```
current_design avalon_sram_controller

set clk_period 1.0
set clk_io_pct 0.2

create_clock -name clk0 -period $clk_period [get_ports {clk}]

set non_clock_inputs [all_inputs -no_clocks]
set_input_delay [expr $clk_period * $clk_io_pct] -clock clk0 $non_clock_inputs
set_output_delay [expr $clk_period * $clk_io_pct] -clock clk0 [all_outputs]
```
==> qor.yml <==
cts_htree_levels: 2
rows: 25
syn-instance-count: 61
gp_congestion: 0.665
top_area_share_pct: 83.4
ys_cells: 61
cts_buffers: 5
clockRootBuffer: "clkbuf_8"
synth_area_um2: 912
cts_resized: 107
synthTopCellsByArea: "dfxtp_1, buf_4, inv_1"
yosysWarnings: 2
ys_types: 5
firstError: "[error] [KeplerFormal.cpp:679] Workflow failed: Iso has multiple drivers: .sram_dq1, sram_dq[1]$_DFF_P_.Q0"
status: "aborted with a tool error"
cts_buffer_depth: 2
initial_core_util_pct: 19.6
yosys.area.top_type: "dfxtp_1"
portBuffers: 79
lastStage: "clock tree synthesis (4_1_cts)"
die_h_um: 89
io_pins: 96
postCtsHoldBufs: 0
yosysChipArea_um2: 912
placement.cell_area_um2: 1670
synth_area_per_cell_um2: 15.0
synth_seq_share_pct: 83.4
dp_cells: 180
yosys_register_bits: 38
cts.sinks: 38
dieWidth_um: 89
cts_setup_buffers: 1
[cell usage after synthesis (all sizes together)]
library cell,number
dfxtp,38
buf,16
nor2,1
nor2b,2
inv,4
[cell families after synthesis]
kind of cell | after synthesis | synth area share, %
AND/OR/NAND/NOR | 3 | 1.78
buffers and inverters | 20 | 14.8
flip-flops | 38 | 83.4
[stage by stage]
step | setup slack [ns] | hold slack, ns | setup TNS (ns)
after floorplan | 0.420 | 0.228 | 0
after detailed placement | -0.0873 | 0.483 | -0.116
after global placement | -0.0608 | 0.484 | -0.0610
